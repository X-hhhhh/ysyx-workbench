--- run.sh ---
#!/bin/bash
# OpenROAD 26Q1-2900-gdf79404cd8, Yosys 0.63+post, stock flow scripts
make -C /OpenROAD-flow-scripts/flow DESIGN_CONFIG=/design/flow/config.mk WORK_HOME=/design/flow/orfs finish
--- config.mk ---
export PLATFORM = sky130hd
export DESIGN_NAME = EXU
export DESIGN_NICKNAME = EXU
export VERILOG_FILES = /design/flow/design.v
export SDC_FILE = /design/flow/constraint.sdc
export NUM_CORES = 4
export LEC_CHECK = 1
export CORE_UTILIZATION = 40
--- constraint.sdc ---
current_design EXU

set clk_period 15.9
set clk_io_pct 0.2

create_clock -name clk0 -period $clk_period

set non_clock_inputs [all_inputs -no_clocks]
set_input_delay [expr $clk_period * $clk_io_pct] -clock clk0 $non_clock_inputs
set_output_delay [expr $clk_period * $clk_io_pct] -clock clk0 [all_outputs]
--- design.v ---
module 	EXU(
	input	wire	[31:0]	gpr_rdata1_in,
	input	wire	[31:0]	gpr_rdata2_in,
	input	wire	[31:0]	imm,
	input	wire	[10:0]	EXU_mode, 	
	output	reg	[31:0]	EXU_data
);
reg	[31:0] 	a;
reg	[31:0] 	b;
reg		mode;
wire	[31:0] 	out;
wire	       	carry;
wire		overflow;
wire	[63:0] 	signed_shift_right;
assign a = gpr_rdata1_in;
assign signed_shift_right = {{32{gpr_rdata1_in[31]}}, gpr_rdata1_in} >> b[4:0];	 
always@(*) begin
	if(EXU_mode[0] == 1'b0)
		b = gpr_rdata2_in;
	else
		b = imm;
end
always@(*) begin
	case(EXU_mode[10:1])
		10'b00_0000_0000: begin
			mode = 1'b0;
			EXU_data = out;
		end
		10'b00_0000_0001: begin
			mode = 1'b1;
			EXU_data = out;
		end
		10'b00_0000_0010: begin
			mode = 1'b1;
			EXU_data = (out == 32'b0) ? 32'b0 : (carry == 0) ? 32'b100 : 32'b10;
		end
		10'b00_0000_0100: begin
			mode = 1'b1;
			EXU_data = (out == 32'b0) ? 32'b0 : (out[31] ^ overflow) ? 32'b100: 32'b10;
		end
		10'b00_0000_1000: begin
			mode = 1'b0;
			EXU_data = a >> b[4:0];
		end
		10'b00_0001_0000: begin
			mode = 1'b0;
			EXU_data = signed_shift_right[31:0];
		end
		10'b00_0010_0000: begin
			mode = 1'b0;
			EXU_data = a << b[4:0];
		end
		10'b00_0100_0000: begin
			mode = 1'b0;
			EXU_data = a ^ b;
		end
		10'b00_1000_0000: begin
			mode = 1'b0;
			EXU_data = a & b;
		end
		10'b01_0000_0000: begin
			mode = 1'b0;
			EXU_data = a | b;
		end
		default: begin 
			mode = 1'b0;
			EXU_data = 32'b0;
		end
	endcase
end
universal_adder 
#(
	.DATAWIDTH(32)
)
universal_adder_inst
(
	.a(a),
	.b(b),
	.mode(mode),
	.out(out),
	.carry(carry),
	.overflow(overflow)
);
endmodule
module universal_adder
#(
	parameter	DATAWIDTH = 32
)
(
	input	wire	[DATAWIDTH - 1:0] 	a,
	input	wire	[DATAWIDTH - 1:0] 	b,
	input	wire				mode,	 
	output	wire	[DATAWIDTH - 1:0] 	out,
	output	wire			  	carry,
	output	wire				overflow
);
wire	[DATAWIDTH - 1:0]	b_1comp;
assign 	b_1comp = {DATAWIDTH{mode}} ^ b;	 
assign {carry, out} = a + b_1comp + {31'b0, mode};
assign overflow = (a[DATAWIDTH-1] == b_1comp[DATAWIDTH-1]) && (out[DATAWIDTH-1] != a[DATAWIDTH-1]);
endmodule
==> run summary <==
yosys + openroad results -> DIE WIDTH 138.9 µm, PwrDens 39.01 nW/µm², Pleak 3.979 nW, initial antenna violation count 0, xor+xnor area frac 6.996%, max cap viols 0, yosys stat cell total 1128, mux share 17.15%, final hold vios 0, IO Pins 139, cts hold-fix bufs 0, AND/OR/NAND/NOR Cells, Area Fraction 18.63%, FP Core Util 41.29%, worst-margin pin slew 704.0 ps, layout clock buffer count 0, dominant kind of combinational cell AND-OR/OR-AND gates, startpoint types input pin, setup_tns 0 ps, Slew headroom 52.57%, max-slew violations 0, FMAX 0.08171 GHz, Tcrit/Tclk final 76.97%, total vias in the final route 9148, Cells after Synth 1128, Post-Route Utilization 50.04%, DRC violations left 0, synth warn 2, first-pass GRT wire length 53050 µm, Tot GR Track Use 37.20%, core area 18150 µm², RSZ-0062 raised after global routing no, worst slack at placement 3717 ps, Period minus WS final 12240 ps, Die H 138.9 µm, finished layout cell area 9081 µm², Worst Path Arrival 9060 ps, Avg Inst Size Synth 6.643 µm², Flop area 0 µm², placed cell area 9081 µm², Vias/cell 6.362, routability cong. 1.066, chip area 19280 µm², critical path required time 12720 ps, fillers 1916, comb. cell area 6962 µm², biggest fanout along the worst timing path 41, Setup-failing EPs final 0, Post-Syn Area 7493 µm², mean routed wirelength per cell 25.11 µm, WS Path Type in2out, Worst IR Drop VDD 0.01960 mV, vias in the first global route 8497, Area growth syn-to-layout 21.19%, sequential cells 0, tool warnings 67, Compound Share, Synth 32.53%, Hold Path Class in2out, initial DRC count 848, Buffers on Ports 139, YS chip area 7493 µm², register area share after synthesis 0%, Non-Filler Instances 1438, status completed, crit end category primary output, Setup WS post-layout 3662 ps, layout cells sized above 1 3.970%, placed cell count 1438, hpwl dp 29730 µm, # diodes 0, # rows 49, Routed Antenna Nets 0, yosys adder share 16.63%, Initial DRT Pass Iterations 8, total grt overflow 0, Netlist cell types 69, largest net degree at the start of global routing 61, Setup Buffers After CTS 0, drt total wl 36100 µm, PostCTS Resize Cnt 0
report_power, final:
part	leakage [nW]	total [W]	internal [W]	switching (W)
sequential	0	0	0	0
clock	0	0	0	0
combinational	3.98	0.000354	0.000128	0.000227
worst max-delay path, stage by stage:
cell and delay [ps]:
buf_2 80, buf_4 540, mux2i_4 320, buf_4 390, inv_1 360, nand2_1 210, o21ai_0 140, fa_1 460
a21o_1 230, a221oi_4 320, o22ai_1 220, o22a_1 290, a31oi_2 240, xnor2_1 110, a2111oi_0 610, nand4_1 190
o41ai_2 470, o221ai_1 250, clkdlybuf4s50_1 460
final timing paths:
kind	start	to	slack, ps	cells after the start
worst max-delay path	EXU_mode[0]	EXU_data[1]	3660	19
worst min-delay path	EXU_mode[1]	EXU_data[2]	7660	5
kinds of logic (layout without fill, tap and decap cells):
| kind of cell | count (synthesis) | after routing |
|---|---|---|
| AOI/OAI and AO/OA | 376 | 376 |
| xor gates and xnor gates | 59 | 59 |
| adders and majority gates | 99 | 99 |
| buffers and inverters | 154 | 235 |
| muxes | 128 | 128 |
| and+or+nand+nor | 312 | 312 |
through the flow:
| stage | hold WS (ps) | power, W |
|---|---|---|
| after floorplan | 6478 | 0.0002176 |
| after global placement | 7655 | 0.0003465 |
| after detailed placement | 7646 | 0.0003440 |
| after CTS | 7659 | 0.0003454 |
| after global routing | 7723 | 0.0003783 |
| final | 7665 | 0.0003542 |
layer usage:
layer  track usage, %  vias up  part of all wire, %
met2            56.59      465                   43
met3            5.559       48                  9.1
met5                0        -                    0
met1            55.36     4302                   46
met4            7.895        0                  2.4
li1                 -     4333                    -
layout make-up:
class | instances | share of cell area (%)
inverters | 73 | 3.017
multi-input cells | 974 | 76.66
repair buffers | 162 | 17.17
well taps | 229 | 3.155
Yosys cell counts (all sizes together) (18+ instances only):
cell | instances | area share, %
a21oi | 69 | 4.6
a221oi | 23 | 3.0
buf | 18 | 1.3
clkbuf | 63 | 3.2
ha | 98 | 16
inv | 73 | 3.7
mux2i | 128 | 17
nand2 | 111 | 5.6
nand3 | 21 | 1.4
nand4 | 18 | 1.5
nor2 | 104 | 5.2
o211ai | 23 | 2.3
o21ai | 142 | 9.5
xnor2 | 48 | 5.7
cells in the final DEF (no fill, tap or decap), types with 6 or more instances in the layout:
cell / count
inv_1: 71
nand4_1: 18
a221o_1: 8
ha_1: 98
a22oi_1: 17
buf_4: 23
a21o_1: 12
xor2_1: 11
o221ai_1: 6
mux2i_1: 124
clkdlybuf4s50_1: 138
nand3_1: 21
a31oi_1: 11
a221oi_1: 21
o21ai_0: 140
or3_1: 8
a21oi_1: 69
nor3_1: 15
xnor2_1: 47
o22ai_1: 7
nor2_1: 104
and3_1: 7
o211ai_1: 23
a211oi_1: 7
o2111ai_1: 12
nand2_1: 111
No activity file was given, so power comes from the tool's default toggle rates.
